<file path="config.mk">
export PLATFORM = sky130hd
export DESIGN_NAME = vospi_master
export DESIGN_NICKNAME = vospi_master
export VERILOG_FILES = /design/flow/design.v
export SDC_FILE = /design/flow/constraint.sdc
export NUM_CORES = 4
export LEC_CHECK = 1
export CORE_UTILIZATION = 30
</file>
<file path="constraint.sdc">
current_design vospi_master

set clk_period 3.6
set clk_io_pct 0.2

create_clock -name clk0 -period $clk_period [get_ports {clk_i}]

set non_clock_inputs [all_inputs -no_clocks]
set_input_delay [expr $clk_period * $clk_io_pct] -clock clk0 $non_clock_inputs
set_output_delay [expr $clk_period * $clk_io_pct] -clock clk0 [all_outputs]
</file>
<file path="design.v">
module vospi_master 
    #(parameter packet_bytes_p = 164  
     ,parameter frame_packets_p = 60  
     ,parameter sync_idle_cycles_p = 5000000
     )
(
  input clk_i,
  input reset_i,
  input start_i,
  input miso_i,
  output sclk_o,
  output cs_o,
  output [7:0] data_o,  
  output valid_o
);
  localparam id_byte_count_lp = 2;
  localparam crc_byte_count_lp = 2;
  reg [$clog2(frame_packets_p)-1:0] frame_packets_r;
  reg [$clog2(frame_packets_p)-1:0] frame_packets_n;
  reg [$clog2(packet_bytes_p)-1:0] packet_byte_count_r;  
  reg [$clog2(packet_bytes_p)-1:0] packet_byte_count_n;
  reg [$clog2(sync_idle_cycles_p)-1:0] sync_count_r;  
  reg [$clog2(sync_idle_cycles_p)-1:0] sync_count_n;
  reg [3:0] byte_count_r;  
  reg [3:0] byte_count_n;
  reg cs_r;
  reg cs_n;
  logic sclk_l;
  reg valid_r;
  reg valid_n;
  reg [7:0] payload_sr;
  reg [7:0] payload_sn;
  reg [7:0] payload_r;
  reg [7:0] payload_n;
  reg [15:0] id_r;
  reg [15:0] id_n;
  reg [15:0] id_sr;  
  reg [15:0] id_sn;  
  reg [15:0] crc_r;
  reg [15:0] crc_n;
  reg [15:0] crc_sr;  
  reg [15:0] crc_sn;  
  logic read_id_l;
  logic read_crc_l;
  logic read_payload_l;
  assign cs_o = cs_r;
  assign sclk_o = sclk_l;
  assign data_o = payload_r;
  assign valid_o = valid_r;
  typedef enum logic [2:0] {
    IDLE = 3'b000,
    SYNC_IDLE = 3'b001,
    SYNC_SETUP = 3'b010,
    SYNC_RECV = 3'b011,
    FRAME_RECV = 3'b100
  } state_t;
  state_t state_r, state_n;
  always_ff @(posedge clk_i) begin
    if(reset_i) begin
        state_r <= IDLE;
        packet_byte_count_r <= 0;
        frame_packets_r <= 0;
        sync_count_r <= 0;
        byte_count_r <= 0;
        cs_r <= 1;
        payload_sr <= 0;
        payload_r <= 0;
        id_r <= 16'h0F00;  
        crc_r <= 16'h0000;
        id_sr <= 16'h0000;
        crc_sr <= 16'h0000;
        valid_r <= 1'b0;
    end else begin
        state_r <= state_n;
        packet_byte_count_r <= packet_byte_count_n;
        frame_packets_r <= frame_packets_n;
        sync_count_r <= sync_count_n;
        byte_count_r <= byte_count_n;
        cs_r <= cs_n;
        payload_sr <= payload_sn;
        payload_r <= payload_n;
        id_r <= id_n;
        crc_r <= crc_n;
        id_sr <= id_sn;
        crc_sr <= crc_sn;
        valid_r <= valid_n;
    end
  end
  always_comb begin
    state_n = state_r;
    packet_byte_count_n = packet_byte_count_r;
    frame_packets_n = frame_packets_r;
    sync_count_n = sync_count_r;
    byte_count_n = byte_count_r;
    cs_n = cs_r;
    payload_sn = payload_sr;
    payload_n = payload_r;
    id_n = id_r;
    crc_n = crc_r;
    id_sn = id_sr;
    crc_sn = crc_sr;
    valid_n = valid_r;
    read_id_l = 0;
    read_crc_l = 0;
    read_payload_l = 0;
    sclk_l = 1'b1;  
    case (state_r)
        IDLE: begin
            if(start_i) begin
                packet_byte_count_n = 0;
                sync_count_n = 0;
                state_n = SYNC_IDLE;
            end
        end
        SYNC_IDLE: begin
            cs_n = 1'b1;  
            sclk_l = 1'b1;  
            sync_count_n = sync_count_r + 1;
            if(sync_count_r > sync_idle_cycles_p) begin
                sync_count_n = 0;
                state_n = SYNC_SETUP;
            end
        end
        SYNC_SETUP: begin
            cs_n = 1'b0;  
            sclk_l = 1'b1;  
            state_n = SYNC_RECV;
        end
        SYNC_RECV: begin
            cs_n = 1'b0;  
            sclk_l = clk_i;  
            read_id_l = packet_byte_count_r < id_byte_count_lp;
            read_crc_l = (packet_byte_count_r >= id_byte_count_lp) & (packet_byte_count_r < (id_byte_count_lp + crc_byte_count_lp));
            read_payload_l = packet_byte_count_r >= (id_byte_count_lp + crc_byte_count_lp);
            valid_n = 0;  
            if(read_id_l) begin  
                id_sn = {id_sr[14:0], miso_i};
            end else begin
                id_n = id_sr;
                if(id_sr[11:8] != 4'hF) state_n = FRAME_RECV;
                else state_n = SYNC_RECV;
            end
            if(read_crc_l) begin
                crc_sn = {crc_sr[14:0], miso_i};
            end else if(read_payload_l) begin  
                crc_n = crc_sr;
            end
            if(packet_byte_count_r == packet_bytes_p) begin
                packet_byte_count_n = 0;
            end
            if(byte_count_r < 7) begin
                byte_count_n = byte_count_r + 1;
            end else begin
                byte_count_n = 0;
                packet_byte_count_n = packet_byte_count_r + 1;
                if(packet_byte_count_n == packet_bytes_p) packet_byte_count_n = 0;
            end
        end
        FRAME_RECV: begin
            cs_n = 1'b0;  
            sclk_l = clk_i;  
            read_id_l = packet_byte_count_r < id_byte_count_lp;
            read_crc_l = (packet_byte_count_r >= id_byte_count_lp) & (packet_byte_count_r < (id_byte_count_lp + crc_byte_count_lp));
            read_payload_l = packet_byte_count_r >= (id_byte_count_lp + crc_byte_count_lp);
            if(read_id_l) begin
                id_sn = {id_sr[14:0], miso_i};
            end else begin
                id_n = id_sr;
            end
            if(read_crc_l) begin
                crc_sn = {crc_sr[14:0], miso_i};
            end else if(read_payload_l) begin  
                crc_n = crc_sr;
            end
            if(read_payload_l) begin
                payload_sn = {payload_sr[6:0], miso_i};
            end
            if(packet_byte_count_r == packet_bytes_p) begin
                packet_byte_count_n = 0;
                frame_packets_n = frame_packets_r + 1;
            end
            if(byte_count_r < 7) begin
                byte_count_n = byte_count_r + 1;
            end else begin
                byte_count_n = 0;
                packet_byte_count_n = packet_byte_count_r + 1;
                if(read_payload_l & (id_r[11:8] != 4'hF)) begin
                    payload_n = payload_sr;
                    valid_n = 1'b1;
                end
            end
            if(packet_byte_count_n >= packet_bytes_p) begin
                state_n = SYNC_RECV;  
                packet_byte_count_n = 0;  
            end
        end
        default: begin
            state_n = SYNC_IDLE;  
        end
    endcase
  end
endmodule
</file>
<file path="run.sh">
#!/bin/bash
# OpenROAD 26Q1-2900-gdf79404cd8, Yosys 0.63+post, stock flow scripts
make -C /OpenROAD-flow-scripts/flow DESIGN_CONFIG=/design/flow/config.mk WORK_HOME=/design/flow/orfs finish
</file>
==> out/notes.md <==
Sorting the synthesized cells by area gives the leading types as sky130_fd_sc_hd__dfxtp_1 42%, sky130_fd_sc_hd__nand2_1 6.7%, sky130_fd_sc_hd__a21oi_1 4.7%, sky130_fd_sc_hd__nand3_1 4.7%, sky130_fd_sc_hd__nor3_1 4.0%. Die outline height: 111 µm. Per the OpenROAD floorplan log, the width of the die is 111 µm. The cell taking the most area after synthesis was sky130_fd_sc_hd__dfxtp_1. The proportion of layout cells with a drive suffix above 1 was 0.0995; the number of different library cells in the post-synthesis netlist was 58.

Input and output buffers added on the ports amount to 14. For the number of fill cells in the layout, the log shows 1073. The number of core rows is 39, and the tightest slew margin relative to the limit is 0.511.

Detailed placement ended at an HPWL of 4880 µm. The number of non-filler instances in the completed layout is 575, and the routed length per placed instance is 13.0 µm. Detailed-route iteration 0 reported a violation count of 161.

According to the floorplan report, the total die area is 0.0123 mm². The run gives 0 for the final count of negative-setup-slack endpoints. The final wirelength was 7460 µm.

The critical path endpoint has a required time of 2.88 ns. The first-pass GRT wire length is 13000 µm. Pin count of the biggest net entering global routing: 30. The register share after synthesis is 0.418, and the total tool warning count is 30. The routed via count divided by cell count is 5.10. The run gives 0.309 as the pre-placement core utilization. Synthesis inferred 74 register bits. Clock-pin slew was measured on the worst setup and hold paths at 0.06 ns.

The nature of the critical path startpoint was a clock port. The tools report the final setup skew as 0.00867 ns. Synthesis produced a netlist whose cell count is 418. The total of max-cap violations was 0. For the via count of the first global-routing pass, the log shows 2804.

For reference, the final report shows the hold violation count at 0. The cell area after synthesis came out at 0.00354 mm². The run gives 556 as the instance count after placement with tap cells included.

According to the I/O placement log, the pin count is 15. With the static leakage at 0.00146 µW, the arrival time of data at the critical path endpoint is 2.73 ns. In the setup report, the worst path falls into the class clock port to output pin. With the power per cell area at 456 mW/mm², the overall fraction of global-route tracks in use is 0.128. For this run, the chip area from Yosys synthesis comes to 0.00354 mm².

TritonCTS built the clock tree. The tools report the number of diodes as 0. Yosys mapped a number of flops with a built-in enable equal to 0. Once the clock tree was built, the resizer swapped 0 gates to a different size. Looking at the critical path, the highest net fanout was 2. For reference, the post-synthesis area per instance comes to 8.48 µm².

The run gives 418 for the cell count listed in synth_stat.txt. The run gives 0 for the share of flip-flops with an asynchronous set or reset after synthesis. For the remaining global-route overflow, the log shows 0. For the cts-stage hold buffer count, the log shows 0. The first detailed-routing pass ran for 4 iterations. The run gives 0 ns as the total negative slack for setup checks. Kind of capture point of the worst setup path: an output pin. The run gives 0 for the post-CTS repair timing setup buffer count. With the transition time at the pin with the least slew margin at 0.730 ns, the worst IR drop on VDD is 0.000206 V. The synthesis warning total was 1.

With the fraction of post-synthesis cell area in the top cell type by area at 0.418, the number of nets with antenna violations after routing is 0. The min-delay analysis places its worst path in the category flop to flop. The placement summary gives the final routability congestion estimate as 0.810. In the routed design, unresolved DRC markers number 0. In the final report, the number of pins over their slew limit comes to 0. Top flip-flop cell by instance count after synthesis: sky130_fd_sc_hd__dfxtp_1. By instance count, the leading cell after synthesis is sky130_fd_sc_hd__dfxtp_1. The tools report the count of vias placed by the detailed router as 2931. The initial antenna violation count is 0. The flow ran to the end, and the final reports show no timing, DRC or antenna violations.

Worst-skew pair later-pin latency: 0.45 ns. Along the worst hold path, the cell count comes to 2. The worst reg2reg path depth is 9. Ranked by instance count, the synthesized netlist is headed by 74 x sky130_fd_sc_hd__dfxtp_1, 63 x sky130_fd_sc_hd__nand2_1, 33 x sky130_fd_sc_hd__a21oi_1, 33 x sky130_fd_sc_hd__nand3_1, 29 x sky130_fd_sc_hd__nor2_1. The total area inside the core boundary comes to 0.0115 mm².

The run gives 15.5% for the area growth from synthesis to final layout. Setup repair after global routing left no endpoint under its margin.
## where the power goes
| group | total (µW) | internal (µW) | leakage (µW) | switching (µW) |
|---|---|---|---|---|
| logic | 42.1 | 13.2 | 0.000688 | 28.9 |
| clock network | 999 | 629 | 0.000170 | 370 |
| registers | 826 | 822 | 0.000597 | 4.54 |
| total | 1870 | 1460 | 0.00146 | 404 |
## cell type report
class,instances,area [µm²],share of cell area
timing repair buffer,16,148,0.0361
multi-input combinational,311,1880,0.458
clock inverter,5,40.0,0.00978
sequential,74,1480,0.362
tap,143,179,0.0437
inverter,11,41.3,0.0101
clock buffer,15,328,0.0801
## per-stage QoR
step	util	area, µm²	total power [µW]	setup slack [ns]	hold slack (ns)
4_1_cts	0.357	4090	1880	0.135	0.457
2_1_floorplan	-	3540	874	0.829	0.418
6_report	0.357	4090	1870	0.152	0.450
3_3_place_gp	0.326	3740	885	0.424	0.438
5_1_grt	0.357	4090	1930	0.116	0.476
3_5_place_dp	0.326	3740	886	0.424	0.448
## layout by cell type, fill, tap and decap left out, types with 2 or more instances in the layout
cell / n
sky130_fd_sc_hd__nor3_4: 2
sky130_fd_sc_hd__xnor2_1: 7
sky130_fd_sc_hd__buf_4: 3
sky130_fd_sc_hd__and3_1: 3
sky130_fd_sc_hd__clkdlybuf4s50_1: 13
sky130_fd_sc_hd__clkbuf_16: 12
sky130_fd_sc_hd__or2_2: 2
sky130_fd_sc_hd__nor4_1: 2
sky130_fd_sc_hd__nand4_1: 12
sky130_fd_sc_hd__mux2i_1: 11
sky130_fd_sc_hd__o21bai_1: 3
sky130_fd_sc_hd__a2111oi_2: 2
sky130_fd_sc_hd__a31oi_1: 3
sky130_fd_sc_hd__clkinv_4: 2
sky130_fd_sc_hd__clkinvlp_4: 3
sky130_fd_sc_hd__o32ai_1: 2
sky130_fd_sc_hd__nor2_1: 29
sky130_fd_sc_hd__and3_2: 2
sky130_fd_sc_hd__nand3b_1: 5
sky130_fd_sc_hd__o21a_1: 2
sky130_fd_sc_hd__dfxtp_1: 74
sky130_fd_sc_hd__nand2_1: 63
sky130_fd_sc_hd__nor3b_1: 3
sky130_fd_sc_hd__nand2b_1: 5
sky130_fd_sc_hd__nand3_1: 33
sky130_fd_sc_hd__a21oi_1: 33
sky130_fd_sc_hd__a211oi_1: 3
sky130_fd_sc_hd__nor3_2: 2
sky130_fd_sc_hd__o211ai_1: 4
sky130_fd_sc_hd__xor2_1: 15
sky130_fd_sc_hd__nor3_1: 28
sky130_fd_sc_hd__o21ai_0: 4
sky130_fd_sc_hd__a31oi_2: 2
sky130_fd_sc_hd__ha_1: 6
sky130_fd_sc_hd__inv_1: 11
## sequential cells by signal (all words and copies together) (netlist names), 4 cells and up
| name | flops |
|---|---|
| byte_count_r | 4 |
| id_r | 4 |
| packet_byte_count_r | 8 |
| payload_sr | 8 |
| id_sr | 12 |
| sync_count_r | 23 |
| state_r | 5 |
| payload_r | 8 |
## worst max-delay path, stage by stage
cell                              delay, ns
sky130_fd_sc_hd__clkbuf_16             0.12
sky130_fd_sc_hd__clkbuf_16             0.12
sky130_fd_sc_hd__or2_2                 0.28
sky130_fd_sc_hd__clkdlybuf4s50_1       0.40
## routing by layer
layer | vias to the layer above | share of wire | GRT usage
met5 | - | 0 | 0
met1 | 1375 | 0.51 | 0.190
met2 | 53 | 0.42 | 0.191
li1 | 1490 | - | -
met3 | 13 | 0.046 | 0.0351
met4 | 0 | 0.023 | 0.0258
## path summary, 6_finish.rpt
check                    startpoint                      to  slack, ns
min                        id_sr[1]                id_sr[2]       0.45
max                           clk_i                  sclk_o       0.15
max reg2reg  packet_byte_count_r[0]  packet_byte_count_r[1]       1.28
min reg2reg                id_sr[1]                id_sr[2]       0.45
## cell families after synthesis
kind of cell / after synthesis / share of synthesized area
AND-OR/OR-AND: 71 / 0.136
buffers and inverters: 33 / 0.0526
XOR/XNOR: 22 / 0.0544
adder cells (fa/ha/maj): 6 / 0.0212
AND/OR/NAND/NOR: 200 / 0.282
multiplexers: 12 / 0.0353
flip-flops: 74 / 0.418
Power and IR drop assume default switching activity.
